==> flow/design.v <==
module halfAdder(
    input in_a,
    input in_b,
    output out_s,
    output out_c
    );
    assign out_s = in_a ^ in_b;  
    assign out_c = in_a & in_b;
endmodule
module fullAdder(
    input in_a,
    input in_b,
    input in_c,
    output out_s,
    output out_c
    );
    wire inm1_s, inm1_c, inm2_c;  
    halfAdder halfAdder1(in_a, in_b, inm1_s, inm1_c);
    halfAdder halfAdder2(inm1_s, in_c, out_s, inm2_c);
    assign out_c = inm1_c | inm2_c;  
endmodule
module lab4_2(
    input [4:0] in_a,
    input [4:0] in_b,
    input in_c,
    output [4:0] out_s,
    output out_c
    );
    wire [4:0] inm_c;  
    assign inm_c[0] = in_c;
    fullAdder fullAdder1(in_a[0], in_b[0], inm_c[0], out_s[0], inm_c[1]);
    fullAdder fullAdder2(in_a[1], in_b[1], inm_c[1], out_s[1], inm_c[2]);
    fullAdder fullAdder3(in_a[2], in_b[2], inm_c[2], out_s[2], inm_c[3]);
    fullAdder fullAdder4(in_a[3], in_b[3], inm_c[3], out_s[3], inm_c[4]);
    fullAdder fullAdder5(in_a[4], in_b[4], inm_c[4], out_s[4], out_c);
endmodule
module lab4_4(
    input [4:0]in_a,
    input [2:0]in_b,
    output [7:0]out_m
    );
    wire [4:0] shifted_input1;
    wire [4:0] partial_sum1;
    wire [4:0] shifted_input2;
    wire [4:0] partial_sum2;
    wire [4:0] partial_multiplicant1;
    wire [4:0] partial_multiplicant2;
    wire inm_c;
    assign shifted_input1[4] = 0;
    assign shifted_input1[3] = in_a[4] & in_b[0];
    assign shifted_input1[2] = in_a[3] & in_b[0];
    assign shifted_input1[1] = in_a[2] & in_b[0];
    assign shifted_input1[0] = in_a[1] & in_b[0];
    assign out_m[0] = in_a[0] & in_b[0];  
    assign partial_multiplicant1[4] = in_a[4] & in_b[1];
    assign partial_multiplicant1[3] = in_a[3] & in_b[1];
    assign partial_multiplicant1[2] = in_a[2] & in_b[1];                                              
    assign partial_multiplicant1[1] = in_a[1] & in_b[1];
    assign partial_multiplicant1[0] = in_a[0] & in_b[1];
    lab4_2 rippleAdder1(partial_multiplicant1, shifted_input1, 0, partial_sum1, inm_c);  
    assign shifted_input2[4] = inm_c;
    assign shifted_input2[3] = partial_sum1[4];
    assign shifted_input2[2] = partial_sum1[3];
    assign shifted_input2[1] = partial_sum1[2];
    assign shifted_input2[0] = partial_sum1[1];
    assign out_m[1] = partial_sum1[0];  
    assign partial_multiplicant2[4] = in_a[4] & in_b[2];
    assign partial_multiplicant2[3] = in_a[3] & in_b[2];
    assign partial_multiplicant2[2] = in_a[2] & in_b[2];
    assign partial_multiplicant2[1] = in_a[1] & in_b[2];
    assign partial_multiplicant2[0] = in_a[0] & in_b[2];
    lab4_2 rippleAdder2(partial_multiplicant2, shifted_input2, 0, partial_sum2, out_m[7]);  
    assign out_m[6] = partial_sum2[4];
    assign out_m[5] = partial_sum2[3];
    assign out_m[4] = partial_sum2[2];
    assign out_m[3] = partial_sum2[1];
    assign out_m[2] = partial_sum2[0];
endmodule
==> flow/run.sh <==
#!/bin/bash
# OpenROAD 26Q1-2900-gdf79404cd8, Yosys 0.63+post, stock flow scripts
make -C /OpenROAD-flow-scripts/flow DESIGN_CONFIG=/design/flow/config.mk WORK_HOME=/design/flow/orfs finish
==> flow/config.mk <==
export PLATFORM = sky130hd
export DESIGN_NAME = lab4_4
export DESIGN_NICKNAME = lab4_4
export VERILOG_FILES = /design/flow/design.v
export SDC_FILE = /design/flow/constraint.sdc
export NUM_CORES = 4
export LEC_CHECK = 1
export CORE_AREA = 10 10 70 70
export DIE_AREA = 0 0 80 80
==> flow/constraint.sdc <==
current_design lab4_4

set clk_period 6.0
set clk_io_pct 0.2

create_clock -name clk0 -period $clk_period

set non_clock_inputs [all_inputs -no_clocks]
set_input_delay [expr $clk_period * $clk_io_pct] -clock clk0 $non_clock_inputs
set_output_delay [expr $clk_period * $clk_io_pct] -clock clk0 [all_outputs]
==> Flow_metrics.wiki <==
== Metrics ==
{| class="wikitable"
! Metric !! Value
|-
| Result of the run || finished, final reports clean
|-
| Metal-1 WL || 226 um
|-
| Worst path arrival time || 4.64 ns
|-
| Num sequential || 0
|-
| Leakage || 0.242 nW
|-
| Via count normalized by instance count || 2.78
|-
| Port Buf Inserts || 16
|-
| Post-synthesis sequential area ratio || 0%
|-
| Total count of hold-check failures in the final report || 0
|-
| Setup total negative slack || 0 ns
|-
| Antenna violations before repair || 0
|-
| Total chip power || 0.0000416 W
|-
| Reg area || 0 um^2
|-
| Via count of the first global-routing pass || 339
|-
| Met3 routed WL || 12 um
|-
| Fraction of final layout cells sized beyond drive strength 1 || 17.9%
|-
| Number of ports placed on the die boundary || 16
|-
| Pre-CTS setup slack || -0.227 ns
|-
| Worst Setup Path Type || in2out
|-
| Pwr per Cell Area || 76.3 mW/mm^2
|-
| Horizontal die dimension || 80 um
|-
| FMAX || 0.171 GHz
|-
| Final Wtd Congestion || 0.702
|-
| Remaining Overflow, GRT || 0
|-
| Clock buffer count in the final layout || 0
|-
| Drt drc || 0
|-
| Number of slew-limit violations in the final report || 0
|-
| PostCTS Resize Cnt || 10
|-
| Post-CTS Repair Setup Buffers || 0
|-
| Max IR drop VDD || 0.00000900 V
|-
| Slew at the pin with the worst max-slew slack || 0.176 ns
|-
| Inserted Diodes || 0
|-
| Final period utilization || 97.3%
|-
| Vias || 284
|-
| Crit path max fanout || 3
|-
| Post-synth design cell area || 343 um^2
|-
| Total core area || 0.00342 mm^2
|-
| Clock period minus final worst setup slack || 5.84 ns
|-
| Setup repair after global routing missed its margin || no
|-
| Count of filler cells inserted in the layout || 400
|-
| Floorplan row count || 21
|-
| Average size of a mapped cell || 7.97 um^2
|-
| Yosys warning tally || 2
|-
| Worst Hold Slack || 3.20 ns
|-
| Design area || 546 um^2
|-
| Share of the core filled by cells before placement || 10.0%
|-
| Setup ws final || 0.162 ns
|-
| Routed WL || 770 um
|-
| Max-cap violations || 0
|-
| Cell Area, Placed || 538 um^2
|-
| Required time of the critical path || 4.80 ns
|-
| Overall fraction of global-route tracks in use || 2.45%
|-
| Uppermost routed layer || met3
|-
| Routed wire per std cell || 7.55 um
|-
| Setup crit end kind || output pin
|-
| Post-synthesis cell count || 43
|-
| Area enclosed by the die boundary || 0.00640 mm^2
|-
| Tally of OpenROAD warnings || 32
|-
| Chip Area, Yosys || 343 um^2
|-
| Area overhead of the layout relative to synthesis || 59.1%
|-
| Critical path startpoint category || input pin
|-
| Count of routing violations after the opening detailed-route iteration || 0
|-
| Distinct lib cells || 6
|-
| Met2 routed wirelength || 531 um
|-
| Post-cts hold-fix buffer tally || 0
|-
| Total setup violations reported at the end of the flow || 0
|-
| Number of iterations in the first detailed-routing pass || 1
|-
| First-pass GRT wire length || 1300 um
|-
| Largest net degree at the start of global routing || 6
|-
| Final antenna-violating net count || 0
|-
| Die Height || 80 um
|-
| Max-slew headroom || 88.3%
|-
| Sum of net half-perimeters after detailed placement || 758 um
|-
| Kind of path behind the tightest hold check || in2out
|-
| Yosys cell count || 43
|}
worst max-delay path: stages:
cell	delay, ns
dlygate4sd2_1	0.23
and2_1	0.14
ha_2	0.17
inv_2	0.04
fa_2	0.36
fa_2	0.37
fa_1	0.48
fa_2	0.36
fa_2	0.36
fa_1	0.42
inv_1	0.06
clkdlybuf4s50_1	0.45
where the power goes:
group	internal [W]	switching, W
Clock	0	0
Sequential	0	0
Combinational	0.0000275	0.0000142
final timing paths:
check | startpoint | endpoint | slack [ns] | depth (start not counted)
worst max-delay path | in_a[0] | out_m[6] | 0.16 | 12
worst min-delay path | in_a[0] | out_m[0] | 3.20 | 3
layer usage:
metal / track usage (%) / vias to the layer above
li1: - / 140
met1: 1.82 / 141
met2: 6.18 / 3
met3: 0.114 / 0
met4: 0 / 0
met5: 0 / -
cells in the mapped netlist:
cell / instances / area share [%]
and2_1: 6 / 11
nand2_1: 9 / 9.9
fa_1: 7 / 41
inv_1: 11 / 12
buf_4: 7 / 15
ha_1: 3 / 11
stage by stage:
stage / utilization, % / cells
global route: 16.0 / 102
CTS: 16.0 / 102
detailed placement: 15.8 / 102
floorplan: - / 43
global placement: 15.8 / 102
finish: 16.0 / 102
cells by family (layout without fill, tap and decap cells):
group	Yosys count	count (layout)	share of synthesized area, %
buffers and inverters	18	31	27.4
and+or+nand+nor	15	15	20.8
adders and majority gates	10	10	51.8
layout by cell type (no fill, tap or decap), drive strengths merged:
cell,instances
clkdlybuf4s50,12
ha,3
dlygate4sd2,4
nand2,9
buf,4
and2,6
inv,11
fa,7
area by class of cell:
type / instances / area, um^2 / area share, %
inverter: 11 / 41.3 / 7.57
tap: 46 / 57.6 / 10.6
multi-input combinational: 25 / 262 / 47.9
timing repair buffer: 20 / 185 / 33.9
No activity file was given, so power comes from the tool's default toggle rates.
