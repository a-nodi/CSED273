File: flow/config.mk
export PLATFORM = sky130hd
export DESIGN_NAME = decade_counter_2digits
export DESIGN_NICKNAME = decade_counter_2digits
export VERILOG_FILES = /design/flow/design.v
export SDC_FILE = /design/flow/constraint.sdc
export NUM_CORES = 4
export LEC_CHECK = 1
export CORE_AREA = 10 10 70 70
export DIE_AREA = 0 0 80 80
export SYNTH_HDL_FRONTEND = slang
File: flow/constraint.sdc
current_design decade_counter_2digits

set clk_period 1.0
set clk_io_pct 0.2

create_clock -name clk0 -period $clk_period [get_ports {clk}]

set non_clock_inputs [all_inputs -no_clocks]
set_input_delay [expr $clk_period * $clk_io_pct] -clock clk0 $non_clock_inputs
set_output_delay [expr $clk_period * $clk_io_pct] -clock clk0 [all_outputs]
File: flow/design.v
`timescale 1ps / 1fs
module decade_counter(input reset_n, input clk, output [3:0] count);
    wire j_a, j_b, j_c, j_d;
    wire k_a, k_b, k_c, k_d;
    assign j_a = count[2] & count[1] & count[0];
    assign k_a = count[0];
    edge_trigger_JKFF bit1(reset_n, j_d, k_d, clk, count[0]);  
    assign j_b = count[1] & count[0];
    assign k_b = count[1] & count[0];
    edge_trigger_JKFF bit2(reset_n, j_c, k_c, clk, count[1]);  
    assign j_c = (~count[3]) & count[0];
    assign k_c = count[0];
    edge_trigger_JKFF bit3(reset_n, j_b, k_b, clk, count[2]);  
    assign j_d = 1;
    assign k_d = 1;
    edge_trigger_JKFF bit4(reset_n, j_a, k_a, clk, count[3]);  
endmodule
`timescale 1ps / 1fs
module decade_counter_2digits(input reset_n, input clk, output [7:0] count);
    wire cp;
    decade_counter DecadeCounter1(reset_n, clk, count[3:0]);  
    assign cp = count[3] | ~reset_n & clk;  
    decade_counter DecadeCounter2(reset_n, cp, count[7:4]);
endmodule
`timescale 1ps / 1fs
module edge_trigger_JKFF(input reset_n, input j, input k, input clk, output reg q, output reg q_);  
    initial begin
      q = 0;
      q_ = ~q;
    end
    always @(negedge clk) begin
        q = reset_n & (j&~q | ~k&q);
        q_ = ~reset_n | ~q;
    end
endmodule
module edge_trigger_D_FF(input reset_n, input d, input clk, output q, output q_);   
    wire j, k;
    assign j = d;
    assign k = ~d;
    edge_trigger_JKFF D_FF(reset_n, j, k, clk, q, q_);
endmodule
File: flow/run.sh
#!/bin/bash
# OpenROAD 26Q1-2900-gdf79404cd8, Yosys 0.63+post, stock flow scripts
make -C /OpenROAD-flow-scripts/flow DESIGN_CONFIG=/design/flow/config.mk WORK_HOME=/design/flow/orfs finish
==> out/results.ini <==
[placement]
dp.cells = 94
port_buffers = 9
dp_slack_ns = -0.5333
gp_congestion = 0.7133
dpl_cell_area_um2 = 533.0

[worst_setup_path]
r2r_cells = 4
slowest_delay_ns = 0.33
required_ns = 0.80
end_kind = output pin
cp_top_family = flip-flops
worst_path_max_delay_cell = dfxtp_4
start_kind = register
path_depth = 1
cp.arrival_ns = 1.63
critPathKind = register to output pin
cp_max_fo = 2
critPathBufInv = 1
critical_path.cell_chain = buf_6

[pwr]
switching_share_pct = 25.88
p_int_mw = 0.7570
leakagePower_nw = 0.2855
pwr-share-comb_pct = 11.4
power.switching_mw = 0.2644
finalPower_mw = 1.021
seq_power_share_pct = 26.8
irDropWorstVdd_v = 0.0006228
power.density_nw_per_um2 = 1601
power_frac_clock_pct = 61.8

[sta]
hold_slack_ns = 0.5214
finalSetupViolations = 10
rsz0062_at_grt = yes
hold_viol_final = 0
relSlewSlack_pct = 90.41
skew_ns = 0.01100
max_slew.worst_pin.slew_ns = 0.1439
maxSlewViolCount = 0
worst_slack_ns = -0.8267
tns_ns = -5.936

[global_routing]
grt_pass1_wl_mm = 1.497
first_global_vias = 385
grt_max_degree = 10
grt_overflow = 0
antenna_found_initial = 0
grtUsageTotal_pct = 3.114

[logic_synthesis]
async_flop_share_pct = 0
synth-edff-count = 0
top_logic_kind = simple AND/OR/NAND/NOR gates
synth.cellmix.compoundShare_pct = 15.93
simple_gate_share_pct = 22.37
ys_cells = 39
top_area_share_pct = 43.39
yosys-mux-area-fraction_pct = 0
syn-cell-area_um2 = 369.1
synth_area_leader_cell = dfxtp_1
area_leaders = dfxtp_1 (43%), buf_4 (16%), a21oi_1 (8.1%)
avgSynthCellArea_um2 = 9.464
top_cells_by_count = buf_4 (8), dfxtp_1 (8), a21oi_1 (6), nand2b_1 (4)
ys.flop_type = dfxtp_1
yosys_area_um2 = 369.1
ys_warn_count = 0
synth.distinct_cells = 12
postSynthCellCount = 39
ys.flops = 8
synth_adder_area_share_pct = 0
ys_seq_share_pct = 43.39
xor_area_share_pct = 0

[finish]
logic_area_um2 = 158.9
drive_gt1_share_pct = 68.75
syn_to_final_growth_pct = 72.88
instances_no_fill = 110
finish.utilization_pct = 18.68
regArea_um2 = 175.2
design_area_um2 = 638.1
fillers = 390

[routing]
vias = 364
first_iter_violations = 9
first_pass_iters = 4
antenna_cells = 0
vias_per_cell = 3.309
wl_per_cell_um = 9.036
drc_errors = 0
ant_nets = 0
wirelength_um = 994

[cts]
clk_pin_slew_ns = 0.04
cts_hold_buffers = 0
cts_tree = yes
clk_latency_ns = 0.54

[job]
log.warning_count = 28
drv_cap = 0

[run_status]
failed_checks = setup timing
status = finished with violations

[floorplanning]
core_area_um2 = 3416
ioPinCount = 10
dieArea_um2 = 6400
fp_util_pct = 10.81
row_count = 21
fp.dieW_um = 80
die_height_um = 80

[worst_hold_path]
hp-class = register to register
hold_path_depth = 2

-- layout by cell type (no fill, tap or decap), types with 3 or more instances in the layout --
master / Yosys / routed
inv_1: 1 / 4
a21oi_2: 1 / 3
buf_4: 8 / 6
a21oi_1: 6 / 4
clkbuf_4: 0 / 10
nand2b_1: 4 / 3
dfxtp_2: 0 / 6
buf_2: 0 / 7
buf_6: 0 / 5
-- logic make-up after synthesis --
logic type             count (synthesis)
flip-flops                             8
AND/OR/NAND/NOR                       12
AND-OR/OR-AND                          9
buffers and inverters                 10
-- routing by layer --
| metal | track usage, % | wire length (um) | part of all wire, % | vias to the layer above |
|---|---|---|---|---|
| met5 | 0 | 0 | 0 | - |
| met4 | 2.465 | 34 | 3.4 | 0 |
| met3 | 2.955 | 90 | 9.1 | 6 |
| met2 | 3.291 | 390 | 39 | 16 |
| met1 | 3.559 | 478 | 48 | 166 |
| li1 | - | - | - | 176 |
-- cell type report --
class / instances / share of cell area [%]
clock buffers: 11 / 12.35
repair buffers: 19 / 22.94
flip-flops and latches: 8 / 27.45
inverters: 1 / 0.9804
well taps: 46 / 9.020
multi-input cells: 21 / 24.90
clock inverters: 4 / 2.353
-- flip-flops by register name, indices dropped and copies added (netlist names) --
register	flops
DecadeCounter1.bit3.q	1
DecadeCounter2.bit3.q	1
DecadeCounter2.bit4.q	1
DecadeCounter2.bit2.q	1
DecadeCounter1.bit1.q	1
DecadeCounter1.bit4.q	1
DecadeCounter1.bit2.q	1
DecadeCounter2.bit1.q	1
-- what timing repair did --
item / CTS / global route
resized: 27 / 7
setup endpoints to repair: 10 / 12
buffers inserted: 0 / 2
pin swaps: 1 / 4
-- final timing paths --
path	startpoint	endpoint	slack, ns
setup / recovery	DecadeCounter2.bit1.q$_DFF_N_	count[4]	-0.83
hold / removal	DecadeCounter1.bit1.q$_DFF_N_	DecadeCounter1.bit1.q$_DFF_N_	0.52
setup reg to reg	DecadeCounter2.bit1.q$_DFF_N_	DecadeCounter2.bit2.q$_DFF_N_	-0.08
hold reg to reg	DecadeCounter1.bit1.q$_DFF_N_	DecadeCounter1.bit1.q$_DFF_N_	0.52
-- power groups by stage --
stage                 logic (mW)  registers [mW]  clock network [mW]
after CTS                 0.0968           0.274               0.657
final                      0.116           0.274               0.632
after global routing       0.125           0.276               0.702
Power figures rest on the tool's default switching activity, not on a simulated workload.
