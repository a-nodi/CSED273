`flow/run.sh`:
```
#!/bin/bash
# OpenROAD 26Q1-2900-gdf79404cd8, Yosys 0.63+post, stock flow scripts
make -C /OpenROAD-flow-scripts/flow DESIGN_CONFIG=/design/flow/config.mk WORK_HOME=/design/flow/orfs finish
```
`flow/config.mk`:
```
export PLATFORM = sky130hd
export DESIGN_NAME = lab3_1
export DESIGN_NICKNAME = lab3_1
export VERILOG_FILES = /design/flow/design.v
export SDC_FILE = /design/flow/constraint.sdc
export NUM_CORES = 4
export LEC_CHECK = 1
export CORE_AREA = 10 10 70 70
export DIE_AREA = 0 0 80 80
```
`flow/constraint.sdc`:
```
current_design lab3_1

set clk_period 1.0
set clk_io_pct 0.2

create_clock -name clk0 -period $clk_period

set non_clock_inputs [all_inputs -no_clocks]
set_input_delay [expr $clk_period * $clk_io_pct] -clock clk0 $non_clock_inputs
set_output_delay [expr $clk_period * $clk_io_pct] -clock clk0 [all_outputs]
```
`flow/design.v`:
```
module decoder(
    input wire en,
    input wire [1:0] in,
    output wire [3:0] out 
    );
    nand(out[0], ~in[0], ~in[1], ~en);
    nand(out[1],  in[0], ~in[1], ~en);
    nand(out[2], ~in[0],  in[1], ~en);
    nand(out[3],  in[0],  in[1], ~en);
endmodule
module lab3_1(
    input wire en,
    input wire [3:0] in,
    output wire [15:0] out
    );
    wire [3:0] level1_out;  
    decoder level1_decoder(en, in[3:2], level1_out[3:0]);  
    decoder level2_decoder1(level1_out[3], in[1:0], out[15:12]);  
    decoder level2_decoder2(level1_out[2], in[1:0], out[11:8]);  
    decoder level2_decoder3(level1_out[1], in[1:0], out[7:4]);  
    decoder level2_decoder4(level1_out[0], in[1:0], out[3:0]);  
endmodule
```
==> results.txt <==
Notes from the flow run.

Final timing:
- The run gives the max-slew violation count as 0.
- Setup repair after global routing could not meet its margin everywhere.
- The run gives the final cycle utilization of the critical path as 107.4%.
- The run puts the worst slew margin relative to its limit at 84.41%.
- For the finished layout, the period the worst path requires is 1.074 ns.
- The run puts the setup TNS after final layout at -0.3035 ns.
- The run puts the final worst slack at -0.07357 ns.
- The run puts the final hold violation count at 0.
- The run gives the maximum frequency from static timing analysis as between 0.9 and 1 GHz.
- Looking at the max-slew report, the worst-margin pin has a slew of 0.2336 ns.
- The run gives the count of final setup violators as 8.
- On the final layout, the worst hold slack is between 0.6 and 0.7 ns.

Yosys:
- The average instance in the mapped netlist occupies 5.658 sq um.
- The run gives the post-synth design cell area as 130.1 sq um.
- The synthesized design spends more area on one cell type than any other, namely sky130_fd_sc_hd__nand2_1.
- After synthesis, the netlist uses 7 different library cells.
- The run gives the area of the synthesized netlist per yosys stat as around 130 sq um.
- For reference, the top cells by area after synthesis are sky130_fd_sc_hd__nand2_1, sky130_fd_sc_hd__nor3b_2, sky130_fd_sc_hd__nand3_1.
- Sorting the synthesized cells by how often they occur yields sky130_fd_sc_hd__nand2_1, sky130_fd_sc_hd__nand3_1, sky130_fd_sc_hd__nor2b_2, sky130_fd_sc_hd__nor3b_2.
- For this design, Yosys synthesis ends with a cell count of 23.
- Looking at the gate-level netlist, the highest instance count belongs to sky130_fd_sc_hd__nand2_1.
- The run puts the instance tally after logic synthesis at 23.
- The run puts the count of synthesis-stage warnings from yosys at 0.
- The run puts the area share of the largest cell type after synthesis at 34.62%.
- The run puts the sequential cell area fraction in the yosys report at 0%.

GRT:
- The run puts the aggregate global-route resource usage at 2.910%.
- The run puts the via count of the first global-routing pass at roughly 300.
- The run puts the maximum number of pins on one net before global-route repair at 8.
- The run gives the first-pass GRT wire length as ~1500 um.
- Summed over all layers, the global routing overflow is 0.
- The run puts the initial antenna violation count at 0.

Setup path:
- The run puts the critical-path maximum fanout at 4.
- Looking at the critical path, the single cell with the biggest stage delay is sky130_fd_sc_hd__nor3b_4.
- The worst setup path is captured at an output pin.
- The setup path with the least slack is of type in2out.
- The run gives the data arrival time of the critical path as between 0.8 and 0.9 ns.
- The run gives the startpoint type of the worst setup path as an input port.
- The kind of cell with the highest combined delay along the critical path is buffers and inverters.
- For the worst setup path, the data required time is approximately 0.80 ns.
- The run puts the critical path's largest stage delay at between 0.2 and 0.3 ns.
- The signal on the critical path passes through buf_8 > nor3b_4 > buf_4 > nand2_2 > buf_2.
- Together, buffers and inverters on the worst path number 3.

Route:
- The run gives the count of antenna-violating nets left after detailed routing as 0.
- The run gives the DRC violations left as 0.
- The run gives the total number of vias as 284.
- The run gives the first-pass detailed-route iteration total as 1.
- The run gives the total inserted antenna cells as 0.
- The run puts the routed wire length per instance at 9.717 um.
- The run puts the post-detailed-route via-to-cell ratio at between 2 and 3.
- The run gives the wire length reported by the detailed router as 962 um.
- The first routing iteration left 0 violations.

Placed design:
- The run gives the cell count after placement as 91.
- The run puts the port buffer count at 21.
- Once placement finished, the instance area stood at between 400 and 500 sq um.
- The run gives the routability-driven placement congestion ratio as 0.7525.

Cells and area:
- The run gives the clock buffer count in the final layout as 0.
- The run gives the relative area change from synthesis to final layout as 264.4%.
- The finished cells cover approximately 470 sq um.
- According to the cell report, flip-flops and latches in the layout number 0.
- The run puts the filler-free cell count of the finished design at about 99.
- Registers take 0 sq um.
- The run gives the fraction of layout cells with a size suffix above 1 as between 80% and 90%.

Power:
- The run gives the fraction of power consumed by combinational cells as about 100%.
- Summing internal, switching and leakage power gives around 0.13 mW.
- IR analysis of the VDD net gives a maximum drop of approximately 0.043 mV.
- The run gives the share of power burned in registers as 0%.
- The run gives the switching part of the total power as a little over two fifths.
- The run gives the power spent charging and discharging nets as around 0.053 mW.
- The flow reports that the clock network draws 0% of the design power.
- The run puts the cell-internal power at between 0.07 and 0.08 mW.
- The run puts the leakage power total at around 0.17 nW.
- Total power normalized to cell area comes to approximately 270 nW/um^2.

Hold path:
- Checking hold timing, the worst path is listed with class in2out.

Die:
- The run puts the number of rows created at floorplan at 21.
- The run puts the horizontal die dimension at ~80 um.
- The run puts the core utilization before placement at approximately 3.8%.
- The run puts the die boundary height at around 80 um.
- According to the floorplan report, the placeable core area is ~3400 sq um.
- The run puts the full die area at around 6400 sq um.
- The run gives the number of top-level design ports as 21.

Job:
- The number of warnings reported in the stage logs is 34.
- In this run the maximum-capacitance check reported violations numbering 0.

Run status:
- The checks that failed: negative setup slack.
- The run finished, with violations left.

Clocking:
- The run gives the total of hold buffers inserted after clock tree synthesis as 0.
[power groups by stage]
| stage | sequential, mW | combinational [mW] | clock, mW |
|---|---|---|---|
| CTS | 0 | 0.121 | 0 |
| global route | 0 | 0.137 | 0 |
| finish | 0 | 0.126 | 0 |
[final cells by class]
cell class / count / area (sq um)
fill: 401 / 2942
multi-input combinational: 23 / 192.7
tap: 46 / 57.56
timing repair buffer: 30 / 224.0
[placed cells by master, fill, tap and decap left out, drive strengths merged]
| master | instances |
|---|---|
| and3b | 1 |
| buf | 29 |
| clkbuf | 1 |
| nand2 | 12 |
| nand3 | 4 |
| nor2 | 1 |
| nor2b | 2 |
| nor3 | 1 |
| nor3b | 2 |
[worst paths after layout]
check | cells after the start | slack, ns | endpoint | from
max | 5 | -0.07 | out[9] | in[2]
min | 4 | 0.68 | out[8] | in[2]
[layer usage]
layer / global-route usage (%) / wire length (um) / vias up
met4: 0 / 0 / 0
met3: 0.7955 / 109 / 0
met2: 6.019 / 514 / 10
met5: 0 / 0 / -
li1: - / - / 138
met1: 2.902 / 338 / 136
[stage by stage]
stage / setup WS, ns / utilization [%]
CTS: -0.07492 / 13.44
floorplan: 0.2989 / -
detailed placement: -0.8182 / 11.87
global placement: -0.7997 / 11.87
global route: -0.1336 / 13.88
finish: -0.07357 / 13.88
[logic make-up after synthesis]
kind of cell | share of synthesized area, %
simple gates | 100.0
[repair_timing]
item                                    CTS  global route
pin swaps                                15             4
endpoints found under the setup margin   16            15
buffers inserted                          8             0
resized                                  95             5
Power figures rest on the tool's default switching activity, not on a simulated workload.
